$ cat design/flow/config.mk
export PLATFORM = sky130hd
export DESIGN_NAME = tm1637_external_connect
export DESIGN_NICKNAME = tm1637_external_connect
export VERILOG_FILES = /design/flow/design.v
export SDC_FILE = /design/flow/constraint.sdc
export NUM_CORES = 4
export LEC_CHECK = 1
export CORE_UTILIZATION = 30
$ cat design/flow/constraint.sdc
current_design tm1637_external_connect

set clk_period 7.4
set clk_io_pct 0.2

create_clock -name clk0 -period $clk_period [get_ports {clk25}]

set non_clock_inputs [all_inputs -no_clocks]
set_input_delay [expr $clk_period * $clk_io_pct] -clock clk0 $non_clock_inputs
set_output_delay [expr $clk_period * $clk_io_pct] -clock clk0 [all_outputs]
$ cat design/flow/design.v
`timescale 1ns / 1ps
module tm1637_external_connect
    #(
        parameter integer divider = 2500
    )(
        input       clk25,
        input[15:0] data,
        output reg  scl,
        output reg  sda
    );
    function int_to_seg7(input integer site, input integer bit_num, 
                        input[3:0] in_digit0, input[3:0] in_digit1, input[3:0] in_digit2, input[3:0] in_digit3);
        reg [7:0] seg7;
        reg [3:0] dig;
    begin
        case (site)
            1 : dig = in_digit0;
            2 : dig = in_digit1;
            3 : dig = in_digit2;
            4 : dig = in_digit3;
        endcase
        case (dig)    
            4'b0000 : seg7 = 8'b00111111;     
            4'b0001 : seg7 = 8'b00000110;     
            4'b0010 : seg7 = 8'b01011011;     
            4'b0011 : seg7 = 8'b01001111;     
            4'b0100 : seg7 = 8'b01100110;     
            4'b0101 : seg7 = 8'b01101101;     
            4'b0110 : seg7 = 8'b01111101;     
            4'b0111 : seg7 = 8'b00000111;     
            4'b1000 : seg7 = 8'b01111111;     
            4'b1001 : seg7 = 8'b01101111;     
            4'b1010 : seg7 = 8'b01110111;     
            4'b1011 : seg7 = 8'b01111100;     
            4'b1100 : seg7 = 8'b00111001;     
            4'b1101 : seg7 = 8'b01011110;     
            4'b1110 : seg7 = 8'b01111001;     
            4'b1111 : seg7 = 8'b01110001;     
            default : seg7 = 8'b00000000;     
        endcase
        int_to_seg7 = seg7[bit_num];    
    end
    endfunction
    integer clkdiv = 0;
    reg clk_en = 0;
    reg [31:0] state_counter = 0;
    reg rdy = 0;
    reg [3:0] reg_digit0 = 2;
    reg [3:0] reg_digit1 = 0;
    reg [3:0] reg_digit2 = 2;
    reg [3:0] reg_digit3 = 1;
    always @(posedge clk25) begin
        if (clkdiv < divider - 1) begin
            clkdiv <= clkdiv + 1;
            clk_en <= 0;
        end
        else begin
            clkdiv <= 0;
            clk_en <= 1;
        end
    end
    always @(posedge clk25) begin
        if (rdy && clk_en) begin
            reg_digit0 <= data[3:0];
            reg_digit1 <= data[7:4];
            reg_digit2 <= data[11:8];
            reg_digit3 <= data[15:12];
        end
    end
    always @(posedge clk25) begin
        if (clk_en) begin
            case (state_counter)
                0 : begin scl <= 1; sda <= 1; end
                1 : begin scl <= 1; sda <= 1; end  
                2 :                 sda <= 0;
                3 : scl <= 0;  
                4 : scl <= 1;
                5 : begin scl <= 0; sda <= 0; end
                6 : scl <= 1; 
                7 : scl <= 0; 
                8 : scl <= 1;
                9 : scl <= 0; 
                10: scl <= 1; 
                11: scl <= 0; 
                12: scl <= 1; 
                13: scl <= 0; 
                14: scl <= 1; 
                15: begin scl <= 0;  sda <= 1; end
                16: scl <= 1; 
                17: begin scl <= 0;  sda <= 0; end
                18: scl <= 1; 
                19: begin scl <= 0; sda <= 1'bz; end
                20: scl <= 1;
                21: begin scl <= 0; sda <= 0; end  
                22: scl <= 1;
                23:                 sda <= 1;      
                24: begin scl <= 1; sda <= 0; end  
                25: begin scl <= 0; sda <= 0; end
                26: scl <= 1; 
                27: scl <= 0; 
                28: scl <= 1; 
                29: begin scl <= 0; sda <= 0; end
                30: begin scl <= 1; sda <= 0; end
                31: begin scl <= 0; sda <= 0; end
                32: begin scl <= 1; sda <= 0; end
                33: begin scl <= 0; sda <= 0; end 
                34: begin scl <= 1; sda <= 0; end
                35: begin scl <= 0; sda <= 0; end
                36: begin scl <= 1; sda <= 0; end
                37: begin scl <= 0; sda <= 1; end
                38: begin scl <= 1; sda <= 1; end
                39: begin scl <= 0; sda <= 1; end
                40: begin scl <= 1; sda <= 1; end
                41: begin scl <= 0; sda <= 1'bz; end
                42: scl <= 1;
                43 : begin scl <= 0; sda <= int_to_seg7(1, 0, reg_digit0, reg_digit1, reg_digit2, reg_digit3); end
                44 : begin scl <= 1;                                                                           end
                45 : begin scl <= 0; sda <= int_to_seg7(1, 1, reg_digit0, reg_digit1, reg_digit2, reg_digit3); end
                46 : begin scl <= 1;                                                                           end
                47 : begin scl <= 0; sda <= int_to_seg7(1, 2, reg_digit0, reg_digit1, reg_digit2, reg_digit3); end 
                48 : begin scl <= 1;                                                                           end
                49 : begin scl <= 0; sda <= int_to_seg7(1, 3, reg_digit0, reg_digit1, reg_digit2, reg_digit3); end 
                50 : begin scl <= 1;                                                                           end
                51 : begin scl <= 0; sda <= int_to_seg7(1, 4, reg_digit0, reg_digit1, reg_digit2, reg_digit3); end 
                52 : begin scl <= 1;                                                                           end
                53 : begin scl <= 0; sda <= int_to_seg7(1, 5, reg_digit0, reg_digit1, reg_digit2, reg_digit3); end 
                54 : begin scl <= 1;                                                                           end
                55 : begin scl <= 0; sda <= int_to_seg7(1, 6, reg_digit0, reg_digit1, reg_digit2, reg_digit3); end 
                56 : begin scl <= 1;                                                                           end
                57 : begin scl <= 0; sda <= int_to_seg7(1, 7, reg_digit0, reg_digit1, reg_digit2, reg_digit3); end 
                58 : begin scl <= 1;                                                                           end
                59 : begin scl <= 0; sda <= 1'bz; end
                60 : begin scl <= 1;              end
                61 : begin scl <= 0; sda <= int_to_seg7(2, 0, reg_digit0, reg_digit1, reg_digit2, reg_digit3); end
                62 : begin scl <= 1;                                                                           end
                63 : begin scl <= 0; sda <= int_to_seg7(2, 1, reg_digit0, reg_digit1, reg_digit2, reg_digit3); end
                64 : begin scl <= 1;                                                                           end
                65 : begin scl <= 0; sda <= int_to_seg7(2, 2, reg_digit0, reg_digit1, reg_digit2, reg_digit3); end
                66 : begin scl <= 1;                                                                           end
                67 : begin scl <= 0; sda <= int_to_seg7(2, 3, reg_digit0, reg_digit1, reg_digit2, reg_digit3); end
                68 : begin scl <= 1;                                                                           end
                69 : begin scl <= 0; sda <= int_to_seg7(2, 4, reg_digit0, reg_digit1, reg_digit2, reg_digit3); end
                70 : begin scl <= 1;                                                                           end
                71 : begin scl <= 0; sda <= int_to_seg7(2, 5, reg_digit0, reg_digit1, reg_digit2, reg_digit3); end 
                72 : begin scl <= 1;                                                                           end
                73 : begin scl <= 0; sda <= int_to_seg7(2, 6, reg_digit0, reg_digit1, reg_digit2, reg_digit3); end
                74 : begin scl <= 1;                                                                           end
                75 : begin scl <= 0; sda <= int_to_seg7(2, 7, reg_digit0, reg_digit1, reg_digit2, reg_digit3); end
                76 : begin scl <= 1;                                                                           end
                77 : begin scl <= 0; sda <= 1'bz; end
                78 : begin scl <= 1;              end
                79 : begin scl <= 0; sda <= int_to_seg7(3, 0, reg_digit0, reg_digit1, reg_digit2, reg_digit3); end
                80 : begin scl <= 1;                                                                           end
                81 : begin scl <= 0; sda <= int_to_seg7(3, 1, reg_digit0, reg_digit1, reg_digit2, reg_digit3); end
                82 : begin scl <= 1;                                                                           end
                83 : begin scl <= 0; sda <= int_to_seg7(3, 2, reg_digit0, reg_digit1, reg_digit2, reg_digit3); end
                84 : begin scl <= 1;                                                                           end
                85 : begin scl <= 0; sda <= int_to_seg7(3, 3, reg_digit0, reg_digit1, reg_digit2, reg_digit3); end
                86 : begin scl <= 1;                                                                           end
                87 : begin scl <= 0; sda <= int_to_seg7(3, 4, reg_digit0, reg_digit1, reg_digit2, reg_digit3); end
                88 : begin scl <= 1;                                                                           end
                89 : begin scl <= 0; sda <= int_to_seg7(3, 5, reg_digit0, reg_digit1, reg_digit2, reg_digit3); end
                90 : begin scl <= 1;                                                                           end
                91 : begin scl <= 0; sda <= int_to_seg7(3, 6, reg_digit0, reg_digit1, reg_digit2, reg_digit3); end
                92 : begin scl <= 1;                                                                           end
                93 : begin scl <= 0; sda <= int_to_seg7(3, 7, reg_digit0, reg_digit1, reg_digit2, reg_digit3); end
                94 : begin scl <= 1;                                                                           end
                95 : begin scl <= 0; sda <= 1'bz; end
                96 : begin scl <= 1;              end
                97  : begin scl <= 0; sda <= int_to_seg7(4, 0, reg_digit0, reg_digit1, reg_digit2, reg_digit3); end
                98  : begin scl <= 1;                                                                           end
                99  : begin scl <= 0; sda <= int_to_seg7(4, 1, reg_digit0, reg_digit1, reg_digit2, reg_digit3); end
                100 : begin scl <= 1;                                                                           end
                101 : begin scl <= 0; sda <= int_to_seg7(4, 2, reg_digit0, reg_digit1, reg_digit2, reg_digit3); end
                102 : begin scl <= 1;                                                                           end
                103 : begin scl <= 0; sda <= int_to_seg7(4, 3, reg_digit0, reg_digit1, reg_digit2, reg_digit3); end
                104 : begin scl <= 1;                                                                           end
                105 : begin scl <= 0; sda <= int_to_seg7(4, 4, reg_digit0, reg_digit1, reg_digit2, reg_digit3); end
                106 : begin scl <= 1;                                                                           end
                107 : begin scl <= 0; sda <= int_to_seg7(4, 5, reg_digit0, reg_digit1, reg_digit2, reg_digit3); end
                108 : begin scl <= 1;                                                                           end
                109 : begin scl <= 0; sda <= int_to_seg7(4, 6, reg_digit0, reg_digit1, reg_digit2, reg_digit3); end
                110 : begin scl <= 1;                                                                           end
                111 : begin scl <= 0; sda <= int_to_seg7(4, 7, reg_digit0, reg_digit1, reg_digit2, reg_digit3); end
                112 : begin scl <= 1;                                                                           end                         
                113 : begin scl <= 0; sda <= 1'bz; end
                114 : begin scl <= 1;              end
                115 : begin scl <= 0; sda <= 0;    end
                116 : begin scl <= 1;              end
                117 : begin scl <= 1; sda <= 1;    end  
                118 : begin scl <= 1; sda <= 0;    end
                119 : begin scl <= 0; sda <= 1;    end
                120 : begin scl <= 1;              end
                121 : begin scl <= 0;              end
                122 : begin scl <= 1;              end
                123 : begin scl <= 0;              end
                124 : begin scl <= 1;              end
                125 : begin scl <= 0;              end
                126 : begin scl <= 1;              end
                127 : begin scl <= 0; sda <= 0;    end
                128 : begin scl <= 1;              end
                129 : begin scl <= 0;              end
                130 : begin scl <= 1;              end
                131 : begin scl <= 0;              end
                132 : begin scl <= 1;              end
                133 : begin scl <= 0; sda <= 1;    end
                134 : begin scl <= 1;              end
                135 : begin scl <= 0; sda <= 1'bz; end
                136 : begin scl <= 1; sda <= 1'bz; end
                137 : begin scl <= 0; sda <= 0;    end
                138 : begin scl <= 1; sda <= 0;    end
                139 : begin scl <= 1; sda <= 1;    end
                140 : begin scl <= 1; sda <= 1;    end
                141 : begin scl <= 1; sda <= 1;    end 
            endcase    
            if (state_counter == 10000) state_counter <= 0;
            else                        state_counter <= state_counter + 1;
            if (state_counter == 9999)  rdy <= 1;
            else                        rdy <= 0;
        end
    end
endmodule
$ cat design/flow/run.sh
#!/bin/bash
# OpenROAD 26Q1-2900-gdf79404cd8, Yosys 0.63+post, stock flow scripts
make -C /OpenROAD-flow-scripts/flow DESIGN_CONFIG=/design/flow/config.mk WORK_HOME=/design/flow/orfs finish
==> flow_summary_export.csv <==
group,metric,value,unit
cells_and_area,postLayoutCoreUtil,34.8,%
route,detail_route.wl_per_cell,14.2,um
sta,setup_tns,0,ns
global_routing,global_route_wire_length_before_repair,20.8,mm
placement,place_ws,4.55,ns
critical_path,critical_path.n_buffers_inverters,1,
logic_synthesis,synth.avg_cell_area,8.96,um^2
power,power.leakage,2.19,nW
sta,drv_slew,0,
critical_path,worstRegToRegCells,8,
logic_synthesis,netlist_area,5680,um^2
clock_network,number_of_buffers_added_for_setup_after_cts,0,
sta,max_freq,342,MHz
clock_network,ctsHoldBuffers,0,
floorplanning,number_of_cell_rows,49,
cells_and_area,design_area,6350,um^2
clock_network,clk-insertion-delay-late,0.34,ns
power,power.density_cell_area,154,nW/um^2
logic_synthesis,yosys.cell_types.count,73,
sta,final_period_minus_worst_setup_slack,2.92,ns
route,route.antenna.diode_count,0,
critical_path,cp_cell_sequence,"buf_4, nand3_2, or3_1, nor2_1, nand2_1, nor2_1, nand2_1, xnor2_1",
power,sw_frac_of_total,19.2,%
placement,gpl_congestion,0.907,
min_path,hold-path-cell-count,1,
logic_synthesis,synth-main-ff-cell,"sky130_fd_sc_hd__edfxtp_1",
global_routing,gr-usage-all-layers,13.3,%
route,final_antenna_net_count,0,
power,share_comb_of_total_power,0.9,%
power,power_report.internal_total,790,uW
placement,buffer_ports.inserted,18,
critical_path,arrival_time_of_the_worst_setup_path,3.01,ns
floorplanning,die_y,140,um
logic_synthesis,synth.ff_latch_count,84,
placement,post_dp_cell_area,6030,um^2
floorplanning,chip_area,19500,um^2
critical_path,crit_path_end_kind,"register",
critical_path,critical-path-slowest-cell,"sky130_fd_sc_hd__edfxtp_1",
route,drtPass1Iterations,7,
sta,hold_viol,0,
placement,detailedPlacementHpwl,8.48,mm
global_routing,grt_antenna_before_repair,0,
flow_run,openroad.warnings,43,
clock_network,clock_tree.root_cell,"sky130_fd_sc_hd__clkbuf_16",
cells_and_area,final-instance-count-excl-fill,868,
power,irDropWorstVdd,0.000107,V
logic_synthesis,number_of_instances_in_the_synthesized_netlist,634,
min_path,holdCritPathClass,"register to register",
placement,place.detailed.instances,852,
sta,timing.final.setup_violations,0,
clock_network,tritoncts.num_buffers,9,
power,share_seq_of_total_power,50.3,%
clock_network,max-clock-path-buffers,2,
route,vias_post_dr,4536,
sta,slew_headroom,43.1,%
floorplanning,die_w,140,um
critical_path,timing.critical_path.required,7.49,ns
clock_network,clock_tree.htree_level_count,3,
logic_synthesis,yosys_cells,634,
cells_and_area,drive_above_1_share,5.48,%
critical_path,kind_of_start_point_of_the_critical_path,"register",
critical_path,critical_path_class,"register to register",
sta,fin_crit_sh,39.5,%
route,post-route-drc-count,0,
logic_synthesis,post_synth_area_from_yosys_stat,5680,um^2
logic_synthesis,seq_area_frac_synth,38.6,%
cells_and_area,layout-area-overhead-vs-synth,11.8,%
critical_path,path_delay_family,"simple AND/OR/NAND/NOR gates",
route,route.final.wire_length,12.4,mm
clock_network,post_cts.resized_instances,0,
power,net_switching,188,uW
critical_path,path_max_fanout,20,
global_routing,first_global_vias,4184,
power,pwr-share-clk,48.8,%
sta,skew,0.00673,ns
global_routing,grt_max_degree,41,
sta,grt_setup_unrepaired,"false",
floorplanning,io_pins,19,
sta,worst_hold_slack_across_all_endpoints,0.463,ns
critical_path,cp_num_cells,8,
clock_network,clock-sinks,84,
logic_synthesis,ys_warns,9,
run_status,status,"completed",
floorplanning,core_util_floorplan,31.1,%
sta,setup_slack_of_the_critical_path_after_layout,4.48,ns
global_routing,globalRoute.totalOverflow,0,
critical_path,ff2ff_setup_slack,4.48,ns
route,detailedRoute.firstIterationViolations,365,
clock_network,clock_transition_at_the_registers_of_the_reported_paths,0.07,ns
flow_run,max_cap_viol_count,0,
floorplanning,coreArea,18300,um^2
critical_path,worst_path_largest_cell_delay,0.70,ns
sta,tightestPinTransition,0.854,ns
route,vias_per_inst,5.23,
logic_synthesis,synth-edff-count,51,
logic_synthesis,asyncSetResetFlopFracSynth,0,%
power,post_route_total_power,978,uW
clock_network,tritoncts_clock_tree,"built",
[cells in the final DEF (no fill, tap or decap), drive strengths merged, types with 4 or more instances in the layout]
master / netlist / routed
nand3: 28 / 28
and4: 4 / 4
o21a: 4 / 4
o21ai: 26 / 26
or3: 6 / 6
a211oi: 4 / 4
nand4: 10 / 10
nor4: 15 / 15
dfxtp: 33 / 33
nand2b: 7 / 7
nor3b: 4 / 4
clkbuf: 18 / 14
and3: 12 / 12
clkdlybuf4s50: 0 / 18
mux2i: 8 / 8
a31oi: 11 / 11
xor2: 24 / 24
o22ai: 6 / 6
nor2: 79 / 79
inv: 31 / 32
ha: 24 / 24
a21oi: 26 / 26
xnor2: 33 / 33
buf: 16 / 5
nand3b: 7 / 7
nor2b: 17 / 17
nor3: 10 / 10
and2: 5 / 5
or4b: 4 / 4
nand2: 48 / 48
a211o: 4 / 4
edfxtp: 51 / 51
o32ai: 4 / 4
[layout make-up]
cell class                      instances  area [um^2]
Clock buffer                           14          308
Sequential cell                        84         2190
Tap cell                              229          287
Clock inverter                          2         17.5
Timing Repair Buffer                   23          218
Multi-Input combinational cell        485         3210
Fill cell                            1855        11900
Inverter                               31          116
[registers in the layout (all words and copies together) (netlist names)]
| register | cells |
|---|---|
| reg_digit1 | 4 |
| reg_digit0 | 4 |
| reg_digit2 | 4 |
| sda | 1 |
| reg_digit3 | 4 |
| clk_en | 1 |
| clkdiv | 32 |
| state_counter | 32 |
| rdy | 1 |
| scl | 1 |
[cell families (layout without fill, tap and decap cells)]
logic type                 after synthesis  count (layout)  synth area share [%]
AOI/OAI and AO/OA                      121             121                  14.4
xor gates and xnor gates                57              57                  8.79
adders and majority gates               25              25                  5.46
buffers and inverters                   65              70                  4.96
DFF                                     84              84                  38.6
muxes                                   11              11                  2.60
and+or+nand+nor                        271             271                  25.2
[per-layer routing]
metal | up-vias | track usage (%) | part of all wire (%)
met2 | 95 | 18.9 | 42
met4 | 0 | 2.49 | 2.3
met1 | 2112 | 21.5 | 52
li1 | 2304 | - | -
met5 | - | 0 | 0
met3 | 25 | 2.63 | 4.5
[power by group through the flow]
stage	clock network (mW)	registers [mW]	logic (mW)
finish	0.478	0.492	0.00860
global route	0.515	0.491	0.00918
CTS	0.494	0.492	0.00866
[synth_stat cells (all sizes together), types with 18 or more instances]
cell | n | share of area [%]
edfxtp | 51 | 27
nand3 | 28 | 2.6
dfxtp | 33 | 12
inv | 31 | 2.0
a21oi | 26 | 2.3
nand2 | 48 | 3.2
nor2 | 79 | 5.2
ha | 24 | 5.3
xnor2 | 33 | 5.1
xor2 | 24 | 3.7
o21ai | 26 | 2.3
clkbuf | 18 | 1.2
[path summary, 6_finish.rpt]
kind,from,to
setup / recovery,state_counter[2],state_counter[28]
hold / removal,clkdiv[0],clkdiv[0]
setup reg to reg,state_counter[2],state_counter[28]
hold reg to reg,clkdiv[0],clkdiv[0]
Power figures rest on the tool's default switching activity, not on a simulated workload.
