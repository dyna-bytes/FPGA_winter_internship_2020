--- design/flow/run.sh ---
#!/bin/bash
# OpenROAD 26Q1-2900-gdf79404cd8, Yosys 0.63+post, stock flow scripts
make -C /OpenROAD-flow-scripts/flow DESIGN_CONFIG=/design/flow/config.mk WORK_HOME=/design/flow/orfs finish
--- design/flow/config.mk ---
export PLATFORM = sky130hd
export DESIGN_NAME = sdecoder
export DESIGN_NICKNAME = sdecoder
export VERILOG_FILES = /design/flow/design.v
export SDC_FILE = /design/flow/constraint.sdc
export NUM_CORES = 4
export LEC_CHECK = 1
export CORE_AREA = 10 10 70 70
export DIE_AREA = 0 0 80 80
--- design/flow/constraint.sdc ---
current_design sdecoder

set clk_period 1.8
set clk_io_pct 0.2

create_clock -name clk0 -period $clk_period

set non_clock_inputs [all_inputs -no_clocks]
set_input_delay [expr $clk_period * $clk_io_pct] -clock clk0 $non_clock_inputs
set_output_delay [expr $clk_period * $clk_io_pct] -clock clk0 [all_outputs]
--- design/flow/design.v ---
`timescale 1ns / 1ps
module sdecoder(
    input [3:0] D,
    output a,b,c,d,e,f,g,dp
    );
    assign a = ~D[3]&~D[2]&~D[0] | D[3]&~D[0] | ~D[3]&D[1] | D[2]&D[1] | ~D[3]&D[2]&D[0] | D[3]&~D[2]&~D[1];
    assign b = ~D[3]&~D[2] | ~D[3]&~D[1]&~D[0] | ~D[3]&D[1]&D[0] | D[3]&~D[1]&D[0] | D[3]&~D[2]&~D[0];
    assign c = ~D[3]&~D[1] | ~D[3]&D[0] | ~D[3]&D[2] | ~D[1]&D[0] | D[3]&~D[2];
    assign d = D[3]&~D[1] | D[2]&~D[1]&D[0] | D[2]&D[1]&~D[0] | ~D[2]&D[1]&D[0] | ~D[3]&~D[2]&~D[0];
    assign e = ~D[2]&~D[0] | D[3]&D[2] | D[1]&~D[0] | D[3]&D[1]&D[0];
    assign f = ~D[1]&~D[0] | D[3]&~D[2] | D[2]&D[1]&~D[0] | ~D[3]&D[2]&~D[1] | D[3]&D[1];
    assign g = D[1]&~D[0] | D[3]&D[0] | D[3]&~D[2]&~D[1] |~D[3]&D[2]&~D[1] | ~D[3]&~D[2]&D[1];
    assign dp = D[3]&D[2] | D[3]&~D[2]&D[1];
endmodule
==> flow_summary.ini <==
; physical design summary
[placement]
dp_hpwl_um = 599
dpl.cell_count = 93
post_dp_cell_area_sq_um = 437
port_buffers = 12
detailedPlace.worstSlack_ns = -0.623
gp_congestion = 0.722

[detailed_routing]
firstDrtPassIters = 4
ant_nets = 0
routed_wl_um = 767
wl_per_cell_um = 8.43
drc = 0
diodes = 0
drt_iter0_markers = 4
vias_per_cell = 3.03
vias = 276

[final_layout]
fill_cells = 405
areaGrowthSynthToFinish_pct = 96.3
layout.area.comb_sq_um = 238
drive_above_1_share = 0.444
regArea_sq_um = 0
stdcell_area_sq_um = 464
flop-count = 0
clkbuf_count = 0
postLayoutCoreUtil = 0.136
stdcell_count = 91

[pwr]
pwr_density_cell_mw_per_mm2 = 192
ir_drop_uv = 74.3
leakage_nw = 0.187
netSwitchingPower_uw = 35.6
p_int_uw = 53.4
pwr-share-seq = 0
clockPowerShare = 0
finalPower_uw = 88.9
combPwrFrac = 1.000
power.share.switching = 0.400

[critical_path]
worstPathRequired_ns = 1.44
worstPathMaxFanout = 10
crit_path_end_kind = output port
path_buffers = 4
path_delay_family = buffers and inverters
crit_path_start = D[2]
slowest_stage = clkdlybuf4s50_1
endpoint = dp
arrival_ns = 1.36
crit_chain = clkbuf_4 > buf_4 > o21ai_0 > inv_1 > clkdlybuf4s50_1
crit_cells = 5
crit_type = in -> out
start_kind = input port
worst_path_largest_cell_delay_ns = 0.41

[die]
chipArea_sq_mm = 0.00640
pin_count = 12
die_height_um = 80
core_sq_mm = 0.00342
die_w_um = 80
fp-utilization = 0.0692
num_rows = 21

[logic_synthesis]
ys_cells = 31
ys_seq_frac = 0
netlist_instances = 31
ys_warn_count = 0
synth_cell_types = 22
ys_chip_area_sq_um = 236
avgSynthCellArea_sq_um = 7.63
syn-cell-area_sq_um = 236

[timing]
tns_ns = 0
rsz0062_at_grt = no
whs_ns = 1.10
min_period_over_period = 0.957
max_freq_ghz = 0.580
layout_setup_ws_ns = 0.0766
finalSetupViolations = 0
fin_crit_ns = 1.72
slew_headroom = 0.770
hold_viol = 0
drv_slew = 0
tightest_slew_ns = 0.344

[worst_hold_path]
hp-class = in -> out

[global_routing]
antenna_found_initial = 0
grt_remaining_overflow = 0
grt_start_max_net_pins = 11
grt_pass1_vias = 241
grtUsageTotal = 0.0224
grt_first_pass_wirelength_mm = 1.21

[clock_tree]
cts_setup_buffers = 0
cts_hold_buf = 0

[run_status]
run_status = completed

[flow_run]
drv_cap = 0
openroad.warnings = 33
==> cell usage after synthesis <==
master | instances | area share
and3b_1 | 1 | 0.037
and3_1 | 1 | 0.026
o21bai_1 | 1 | 0.032
nand2b_1 | 1 | 0.026
a21bo_2 | 1 | 0.042
buf_4 | 2 | 0.063
nor4_1 | 1 | 0.026
inv_1 | 2 | 0.032
nor4b_1 | 3 | 0.11
o22ai_1 | 2 | 0.053
nor2b_1 | 1 | 0.026
and4bb_2 | 1 | 0.053
o21ai_0 | 1 | 0.021
a211oi_1 | 2 | 0.063
o21a_1 | 1 | 0.032
and2_1 | 1 | 0.026
a21oi_1 | 1 | 0.021
nor3b_1 | 3 | 0.095
and4b_1 | 1 | 0.042
buf_6 | 2 | 0.095
xor2_1 | 1 | 0.037
a311oi_1 | 1 | 0.037
==> worst min path at each step <==
| stage | startpoint | end | cells past startpoint |
|---|---|---|---|
| 6_report | D[0] | e | 3 |
| 5_1_grt | D[0] | b | 3 |
| 4_1_cts | D[0] | a | 4 |
==> layout make-up <==
class | count | area share
inverter | 2 | 0.0162
multi-input combinational | 25 | 0.512
tap | 46 | 0.124
timing repair buffer | 18 | 0.348
==> logic make-up after synthesis <==
kind of cell | after synthesis | share of synthesized area
XOR/XNOR | 1 | 0.0370
AND/OR/NAND/NOR | 14 | 0.471
buffers and inverters | 6 | 0.190
AND-OR/OR-AND | 10 | 0.302
==> power by group through the flow <==
| stage | Sequential, mW | Clock [mW] | Combinational, mW |
|---|---|---|---|
| 4_1_cts | 0 | 0 | 0.0954 |
| 5_1_grt | 0 | 0 | 0.0978 |
| 6_report | 0 | 0 | 0.0889 |
==> metal layers <==
layer	up-vias	track usage	part of all wire
met1	122	0.0369	0.53
li1	148	-	-
met5	-	0	0
met2	6	0.0281	0.39
met4	0	0	0
met3	0	0.00682	0.072
==> tightest hold or removal path: stages <==
cell	delay, ns
buf_4	0.16
a21oi_1	0.09
dlymetal6s2s_1	0.13
==> what timing repair did <==
action | CTS | global route
endpoints found under the setup margin | 8 | 3
gates resized | 35 | 6
cloned | 0 | 0
pin swaps | 1 | 1
==> layout by cell type, fill, tap and decap left out <==
cell             n
inv_1            2
buf_4            8
a21oi_1          1
o22ai_1          1
and3b_1          1
clkbuf_4         1
nor3b_2          1
and3_1           1
nor4b_2          3
xor2_1           1
clkdlybuf4s50_1  1
buf_6            1
o21ai_0          1
nand2b_1         1
and4b_1          1
dlygate4sd2_1    4
a211oi_2         2
o21bai_1         1
a311oi_1         1
and2_1           1
dlymetal6s2s_1   3
and4bb_2         1
nor3b_1          2
a21bo_2          1
o22ai_2          1
o21a_1           1
nor4_2           1
nor2b_1          1
Power and IR drop assume default switching activity.
